`design.v`:
```
module Scrambler(clk,reset,state_out,bit_in, bit_out);
	input wire clk;
	input wire reset;
	input wire bit_in;
	output wire bit_out;
	output reg [6:0] state_out;
	wire feedback;
	assign feedback =  (bit_in ^ state_out[6] ^ state_out[3]);
	assign bit_out = feedback;
	always @(posedge clk)
	begin
		if (reset == 1'b1) 
			state_out <=  7'b1010000;  
		else
			state_out <= {state_out[5], state_out[4], state_out[3],state_out[2], state_out[1], state_out[0],feedback};
	end
endmodule
module TX(dataIn, length, clk, reset, request, dataOut, ready);
parameter LENGTH_NUMOF_BIT = 12;
parameter STATE_NUMOF_BIT = 2;
parameter IDLE = 2'b00, INITIALIZE = 2'b01, SCRAMBLING = 2'b10, FINISH = 2'b11;
input clk, request, dataIn, reset;
input [LENGTH_NUMOF_BIT-1:0] length;
output reg ready;
output dataOut;
		reg [STATE_NUMOF_BIT-1:0] currentState;
		reg [STATE_NUMOF_BIT-1:0] nextState;
		wire scramblingEnd;
		reg [LENGTH_NUMOF_BIT-1:0] counter;
		always @(currentState,scramblingEnd,request)
		begin
		case(currentState)
		IDLE: if(request==1'b1) nextState = INITIALIZE;
		else nextState = IDLE;
		INITIALIZE: nextState = SCRAMBLING;	
		SCRAMBLING: if(scramblingEnd==1'b1)nextState = FINISH;
		else nextState = SCRAMBLING;
		FINISH: nextState = IDLE;
		endcase
		end
		always @(posedge clk)
		begin
			if(reset==1'b1) currentState = IDLE;
			else currentState = nextState;
		end
reg [LENGTH_NUMOF_BIT-1:0]lengthBuffer;
always @(posedge clk) begin
	if(request==1'b1)lengthBuffer <= length;
end
assign scramblingEnd = (counter == lengthBuffer);
always @(posedge clk) begin
	if(currentState==INITIALIZE | currentState==IDLE | currentState==FINISH) counter <= 0;
	else counter <= counter + 1;
end
reg bitToScramble;
always @(posedge clk) begin
if(currentState==SCRAMBLING)begin 
	ready=1'b1;
	bitToScramble = dataIn;
	end
else ready=1'b0;
end
wire [6:0] state_out;
wire scramblingReset;
assign scramblingReset = (currentState==INITIALIZE);
Scrambler scrambler(clk, scramblingReset, state_out, bitToScramble, dataOut);
endmodule
```
`run.sh`:
```
#!/bin/bash
# OpenROAD 26Q1-2900-gdf79404cd8, Yosys 0.63+post, stock flow scripts
make -C /OpenROAD-flow-scripts/flow DESIGN_CONFIG=/design/flow/config.mk WORK_HOME=/design/flow/orfs finish
```
`config.mk`:
```
export PLATFORM = sky130hd
export DESIGN_NAME = TX
export DESIGN_NICKNAME = TX
export VERILOG_FILES = /design/flow/design.v
export SDC_FILE = /design/flow/constraint.sdc
export NUM_CORES = 4
export LEC_CHECK = 1
export CORE_AREA = 10 10 109 109
export DIE_AREA = 0 0 119 119
```
`constraint.sdc`:
```
current_design TX

set clk_period 3.1
set clk_io_pct 0.2

create_clock -name clk0 -period $clk_period [get_ports {clk}]

set non_clock_inputs [all_inputs -no_clocks]
set_input_delay [expr $clk_period * $clk_io_pct] -clock clk0 $non_clock_inputs
set_output_delay [expr $clk_period * $clk_io_pct] -clock clk0 [all_outputs]
```
==> impl_metrics.ini <==
; generated from flow reports
[floorplan]
die-area_sq_mm = 0.0142
dieHeight_um = 119
initial_core_util_pct = 14.2
rows = 36
core_sq_mm = 0.00964
ios = 18
die_w_um = 119

[worst_setup_path]
endpoint = dataOut
worstPathBufferInverterCount = 1
cpMostUsedCell = xnor2_1
cp_cell_sequence = xnor2_1, xnor2_1, clkdlybuf4s50_1
startpoint = bitToScramble
worstPathArrival_ns = 1.51
crit_required_ns = 2.48
end_kind = primary output
start_kind = register
path_depth = 3
rr_endpoint = currentState[1]
rr_startpoint = counter[4]
rr_worst_depth = 4
slowest_delay_ns = 0.49
regToRegSetupSlack_ns = 1.52
cpLargestDelayFamily = buffers and inverters
crit_slowest_cell = clkdlybuf4s50_1
worst-path-max-fanout = 2
path_class = reg -> out

[place]
gp_congestion = 0.796
io_buffers = 17
post_dp_cell_area_sq_mm = 0.00169
dp_cells = 262
dpl.hpwl_um = 1770

[power]
power_density_mw_per_mm2 = 596
peakVddDrop_v = 0.000235
p_leak_uw = 0.000630
finalPower_uw = 1070

[layout]
stdcell_area_sq_mm = 0.00180
final_cells = 270
synthToLayoutAreaGrowth_pct = 31.6
layout-drive-gt1-share_pct = 8.76

[clock_tree]
htreeDepth = 2
cts_tree = built
ctsHoldBuffers = 0
clock-sinks = 37
cts_resized = 0
clkTransAtPathRegs_ns = 0.07
cts_setup_buffers = 0
cts-root-buf = clkbuf_8
cts.path.max_buffers = 2
cts_buffers = 5
clock_latency_ns = 0.28

[timing]
rsz0062_at_grt = no
layout_min_cycle_time_ns = 2.13
hold_viol = 0
setup_tns_ns = 0
period_used_pct = 68.6
hold_ws_ns = 0.381
finalSetupViolCount = 0
report.final.slew_viol_count = 0
fin_skew_ns = 0.00485
worst_pin_slew_ns = 0.551
max_freq_mhz = 471
slew_headroom_pct = 62.9

[logic_synthesis]
yosysSeqAreaShare_pct = 63.6
yosysUniqueCellTypes = 26
syn-cell-area_sq_mm = 0.00137
most_common_cell = dfxtp_1
synth_stat.cells = 115
yosysTopAreaCell = dfxtp_1
ys_warn_count = 2
yosys-top-cells-count = dfxtp_1, xor2_1, edfxtp_1
yosysTopAreaCellShare_pct = 35.1
edf_count = 13
top_cells_by_area = dfxtp_1, edfxtp_1, xor2_1
flop_cell = dfxtp_1
ys_chip_area_sq_mm = 0.00137
avgSynthCellArea_sq_um = 11.9
ys_ff = 37
syn_inst = 115
ys_async_sr_fraction_pct = 0

[drt]
vias = 847
wl_per_cell_um = 8.83
drt_first_pass_iters = 4
drc = 0
insertedDiodeCount = 0
drt-total-wl_um = 2380
vias_per_cell = 3.14
drt-initial-drc-count = 59
antenna_left = 0

[grt]
grt-ovfl-total = 0
antenna_found_initial = 0
grt_max_degree = 15
grt_pass1_vias = 819
track_usage_pct = 3.41
grt_pass1_wl_um = 4060

[run]
drv_cap = 0
warnings = 25

[hold_path]
min_path_type = reg -> reg

[outcome]
status = completed
## flip-flops by register name, indices dropped and copies added, names as in the netlist
| name | flops |
|---|---|
| counter | 12 |
| lengthBuffer | 12 |
| scrambler.state_out | 7 |
| currentState | 4 |
| bitToScramble | 1 |
| ready | 1 |
## per-stage QoR
step	setup WS, ns	utilization (%)
after CTS	0.933	18.7
after global routing	0.872	18.7
after floorplan	1.78	-
final	0.975	18.7
after detailed placement	1.26	17.5
after global placement	1.28	17.5
## final cells by class
class	instances	area (sq um)
multi-input cells	73	477
well taps	133	166
inverters	2	7.51
clock buffers	5	68.8
flip-flops and latches	37	871
fillers	1082	7840
repair buffers	17	170
clock inverters	3	41.3
## power breakdown
part	total [uW]	switching [uW]	internal (uW)
clock network	401	164	237
logic	95.9	29.9	66.0
registers	577	20.6	556
total	1070	215	859
## per-layer routing
layer  wire length [um]  global-route usage [%]  part of all wire (%)  vias up
li1                   -                       -                     -      432
met1               1170                    4.79                    49      392
met2               1020                    5.01                    43       18
met3                123                    1.15                   5.2        5
met4                 63                   0.763                   2.6        0
met5                  0                       0                     0        -
## cells in the final DEF (no fill, tap or decap)
master	n
dfxtp_1	24
xor2_1	17
clkdlybuf4s50_1	17
edfxtp_1	13
nor2_1	11
xnor2_1	5
nor2b_1	5
clkbuf_8	5
nand2_1	4
nand3_1	4
nor3_1	4
nor4_1	3
o21ai_0	3
or3_1	3
nand4_1	3
inv_1	2
or2_2	2
a21oi_1	2
a31oi_1	1
o21ba_2	1
and4_4	1
nand3_2	1
and3_1	1
and2_1	1
ha_1	1
bufinv_16	1
clkinvlp_4	1
clkinv_1	1
## kinds of logic after synthesis
| kind of cell | synth area share (%) |
|---|---|
| xor+xnor | 14.1 |
| simple gates | 16.8 |
| compound gates | 3.02 |
| flops | 63.6 |
| buf+inv | 1.55 |
| fa+ha+maj | 0.914 |
## worst min path at each step
stage | start | end | slack, ns | cells after the start
CTS | currentState[1] | ready | 0.39 | 0
finish | currentState[1] | ready | 0.38 | 0
global route | currentState[1] | ready | 0.40 | 0
Power and IR drop assume default switching activity.
