### /design/flow/config.mk
export PLATFORM = sky130hd
export DESIGN_NAME = RX
export DESIGN_NICKNAME = RX
export VERILOG_FILES = /design/flow/design.v
export SDC_FILE = /design/flow/constraint.sdc
export NUM_CORES = 4
export LEC_CHECK = 1
export CORE_UTILIZATION = 30
### /design/flow/constraint.sdc
current_design RX

set clk_period 3.1
set clk_io_pct 0.2

create_clock -name clk0 -period $clk_period [get_ports {clk}]

set non_clock_inputs [all_inputs -no_clocks]
set_input_delay [expr $clk_period * $clk_io_pct] -clock clk0 $non_clock_inputs
set_output_delay [expr $clk_period * $clk_io_pct] -clock clk0 [all_outputs]
### /design/flow/design.v
module Descrambler (clock ,reset ,state_out,bit_in,bit_out);
   input clock ;
   input reset ;
   input bit_in;
   output [6:0] state_out ;
   output 	bit_out;
   reg [6:0] 	state_out ;
   reg 		bit_out;  
   assign feedback =  (bit_in ^ state_out[6] ^ state_out[3]);
   always @ (posedge clock)
     begin
	if (reset == 1'b1) 
	begin
	   state_out <= 7'b1010000;  
	end
	else 
	begin
	   state_out <= {state_out[5], state_out[4], state_out[3],
			 state_out[2], state_out[1], state_out[0],
			 bit_in};
	end
     end 
   always @ (negedge clock)
     begin
	bit_out<=feedback;
     end
endmodule
module RX(dataIn, length, clk, reset, request, dataOut, ready);
parameter LENGTH_NUMOF_BIT = 12;
parameter STATE_NUMOF_BIT = 2;
parameter IDLE = 2'b00, INITIALIZE = 2'b01, SCRAMBLING = 2'b10, FINISH = 2'b11;
input clk, request, dataIn, reset;
input [LENGTH_NUMOF_BIT-1:0] length;
output reg ready;
output dataOut;
		reg [STATE_NUMOF_BIT-1:0] currentState;
		reg [STATE_NUMOF_BIT-1:0] nextState;
		wire scramblingEnd;
		reg [LENGTH_NUMOF_BIT-1:0] counter;
		always @(currentState,scramblingEnd,request)
		begin
		case(currentState)
		IDLE: if(request==1'b1) nextState = INITIALIZE;
		else nextState = IDLE;
		INITIALIZE: nextState = SCRAMBLING;	
		SCRAMBLING: if(scramblingEnd==1'b1)nextState = FINISH;
		else nextState = SCRAMBLING;
		FINISH: nextState = IDLE;
		endcase
		end
		always @(posedge clk)
		begin
			if(reset==1'b1) currentState = IDLE;
			else currentState = nextState;
		end
reg [LENGTH_NUMOF_BIT-1:0]lengthBuffer;
always @(posedge clk) begin
	if(request==1'b1)lengthBuffer <= length;
end
assign scramblingEnd = (counter == lengthBuffer);
always @(posedge clk) begin
	if(currentState==INITIALIZE | currentState==IDLE | currentState==FINISH) counter <= 0;
	else counter <= counter + 1;
end
reg bitToScramble;
always @(posedge clk) begin
if(currentState==SCRAMBLING)begin 
	ready=1'b1;
	bitToScramble = dataIn;
	end
else ready=1'b0;
end
wire [6:0] state_out;
wire scramblingReset;
assign scramblingReset = (currentState==INITIALIZE);
Descrambler descrambler(clk, scramblingReset, state_out, bitToScramble, dataOut);
endmodule
### /design/flow/run.sh
#!/bin/bash
# OpenROAD 26Q1-2900-gdf79404cd8, Yosys 0.63+post, stock flow scripts
make -C /OpenROAD-flow-scripts/flow DESIGN_CONFIG=/design/flow/config.mk WORK_HOME=/design/flow/orfs finish
==> results_slide.txt <==
Physical Implementation Snapshot

Finish
  • Comb area: ~480 um2
  • Reg area: 891 um2
  • Util after Layout: between 30% and 40%
  • P&R area growth vs syn: 23.4%
  • Layout cells sized above 1: 9.35%
  • Number of fillers in the final layout: 396

Critical path
  • Crit start category: flop
  • CP Max Fanout: 1
  • Worst endpoint required time: 2480 ps
  • CP cell instances: dlygate4sd2_1
  • Critical path class: flop to output pin
  • Worst path slowest cell: dfxtp_1
  • CP Capture Type: output pin
  • CP top delay family: flip-flops
  • Critical Path AT: 2380 ps
  • Crit path buffers/inverters: 1
  • Crit path largest cell delay: approximately 280 ps

Yosys
  • Post-synth top area cell: dfxtp_1
  • Synth top cell by count: dfxtp_1
  • Post-synth top cells: 25 x dfxtp_1, 17 x xor2_1, 13 x edfxtp_1, 11 x nor2_1
  • Avg Cell Area, Syn: 11.9 um2
  • Gate Count Post-Synth: ~120
  • Mapped Area: ~1400 um2
  • Top cells by area: dfxtp_1 36%, edfxtp_1 28%, xor2_1 11%, xnor2_1 3.1%, nor2_1 3.0%
  • Yosys warns: 3
  • Seq share, synth: 64.0%
  • Top-area cell share: 35.9%
  • Synth unique cells: 26
  • Mux frac, synth: 0%
  • Complex Gates by Area: 2.96%
  • XOR Share, Synth: 13.8%
  • Adder share: 0.898%
  • Fraction of registers with async set/reset: 0%
  • Dominant register cell: dfxtp_1
  • Yosys Chip Area: 1390 um2
  • Post-synth regs: 38
  • # Cells Yosys: 117
  • Flip-flops with a built-in enable: 13
  • Basic Gates by Area: 16.5%
  • Top logic family: simple AND/OR/NAND/NOR gates

Clocking
  • Register clock-pin slew on the reported worst setup and hold paths: roughly 70 ps
  • Clk sink count: 38
  • CTS H-tree lvls: 2
  • Root Driver: clkbuf_8
  • TritonCTS clock tree: yes
  • Deepest clock path buffer count: 2
  • Clk latency of the worst-skew pair: 330 ps
  • Setup bufs post-CTS: 0
  • CTS Hold Bufs: 0
  • TritonCTS buffer count: 5

Power
  • Power density cells: 581 nW/um2
  • Clock power frac: a little under two fifths
  • Sequential Power Share: 56.2%
  • Internal cell power: 0.803 mW
  • Logic gate share of total power: under 10%
  • Peak supply drop: 0.000228 V
  • Net switching power: slightly below 0.2 mW
  • Sw Share: 19.5%
  • Leak pwr: 0.653 nW

Detailed routing
  • DR pass1 iterations: 4
  • Iteration-0 DRC Markers: 21
  • Ant diodes: 0
  • Routed vias/inst: 4.47
  • Antenna Nets Post-Route: 0
  • Routed via count: roughly 850
  • # DRC: 0
  • Final wirelength: 2080 um
  • Wirelength per Cell: 10.9 um

STA
  • Final setup violation count: 0
  • Slew headroom: a little over three fifths
  • Actual slew at the worst max-slew pin: 549 ps
  • Hold Vio Cnt, Final: 0
  • Final setup TNS: 0 ps
  • Max Clock Skew: 56.2 ps
  • Slew Viols, Final: 0
  • RSZ-0062 raised after global routing: no

GRT
  • Total GRT Usage: 9.68%
  • Antenna violations before repair: 0
  • Pin count of the biggest net entering global routing: 15
  • First-pass GRT wire length: ~3700 um
  • Vias in the first global route: between 800 and 900
  • GRT overflow: 0

Die
  • Die H: around 70 um
  • Core Rows: 24
  • Die X: 70.1 um
  • Floorplan core density: 31.5%
  • # IOs: 18
  • Core area: 4410 um2
  • Die ar.: 4920 um2

Job
  • Max cap viols: 0
  • Tool Warnings: 26

Placement
  • Port bufs: 17
  • RePlAce Congestion: roughly 0.8

Worst hold path
  • Min-Delay Path Class: flop to flop

Outcome
  • Status: finished, final reports clean
[power by group through the flow]
stage / clock, mW / sequential (mW) / combinational (mW)
after global routing: 0.419 / 0.564 / 0.0630
final: 0.380 / 0.561 / 0.0566
after CTS: 0.394 / 0.561 / 0.0577
[layout by cell type, fill, tap and decap left out, types with 4 or more instances in the layout]
master | synthesis | final
xor2_1 | 17 | 17
nor2_1 | 11 | 11
clkdlybuf4s50_1 | 0 | 16
nand3_1 | 4 | 4
clkbuf_8 | 0 | 6
nand2_1 | 4 | 4
nor3_1 | 4 | 4
nor2b_1 | 5 | 5
xnor2_1 | 5 | 5
dfxtp_1 | 25 | 25
edfxtp_1 | 13 | 13
[cell families after synthesis]
logic type | count (synthesis)
compound gates | 7
flops | 38
simple gates | 43
fa+ha+maj | 1
buf+inv | 6
xor+xnor | 22
[final cells by class]
| type | instances | share of cell area, % |
|---|---|---|
| multi-input combinational | 73 | 27.7 |
| timing repair buffer | 17 | 9.83 |
| clock inverter | 3 | 1.53 |
| inverter | 2 | 0.437 |
| clock buffer | 6 | 4.81 |
| tap | 52 | 3.79 |
| sequential | 38 | 51.9 |
[sequential cells by signal (all words and copies together) (netlist names)]
| register | flops |
|---|---|
| descrambler.state_out | 7 |
| counter | 12 |
| ready | 1 |
| lengthBuffer | 12 |
| descrambler.bit_out | 1 |
| bitToScramble | 1 |
| currentState | 4 |
[what timing repair did]
action | in CTS | in global routing
endpoints found under the setup margin | 1 | 0
resized | 1 | 0
hold endpoints to repair | 0 | 0
[routing by layer]
| layer | vias to the layer above | global-route usage, % | wire [um] |
|---|---|---|---|
| li1 | 443 | - | - |
| met1 | 385 | 15.1 | 1040 |
| met2 | 20 | 14.2 | 884 |
| met3 | 6 | 2.77 | 103 |
| met4 | 0 | 1.78 | 56 |
| met5 | - | 0 | 0 |
[through the flow]
step	power (mW)	hold WS, ps	setup WS (ps)	cells	instance area (um2)
after floorplan	0.599	357	668	117	1390
after global placement	0.634	370	199	183	1610
after detailed placement	0.635	368	202	183	1610
after CTS	1.01	378	85.2	191	1720
after global routing	1.05	390	45.2	191	1720
final	0.998	375	96.9	191	1720
[path summary, 6_finish.rpt]
kind                       startpoint                   to  slack (ps)  cells past startpoint
setup / recovery  descrambler.bit_out              dataOut         100                      1
hold / removal        currentState[1]                ready         370                      0
setup reg to reg        bitToScramble  descrambler.bit_out         810                      2
hold reg to reg       currentState[1]                ready         370                      0
Power is estimated from default activity; no workload was simulated.
